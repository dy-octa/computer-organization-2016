==> flow/design.v <==
`timescale 1ns / 1ps
module Bridge(
    input [31:0] PrAddr,
    input [31:0] PrWData,
    input [3:0] PrMask,
    input PrWrite,
    output [7:2] HWInt,
    output [31:0] PrRData,
    input Clk,
    input Rst
    );
	reg T0Write, T1Write;
	reg [3:0] TAddr;
	wire AccessT0 = PrAddr >= 'h0000_7f00 && PrAddr <= 'h0000_7f0b;
	wire AccessT1 = PrAddr >= 'h0000_7f10 && PrAddr <= 'h0000_7f1b;
	wire [31:0] T0RData, T1RData;
	assign PrRData = AccessT0 ? T0RData : (AccessT1 ? T1RData : 0);
	always @(*) begin
		if (AccessT0 && PrWrite) begin
			T0Write = 1;
			T1Write = 0;
			TAddr = PrAddr - 'h0000_7f00;
		end else 
		if (AccessT1 && PrWrite) begin
			T0Write = 0;
			T1Write = 1;
			TAddr = PrAddr - 'h0000_7f10;
		end
		else begin
			T0Write = 0;
			T1Write = 0;
			TAddr = 0;
		end
	end
	timer timer0(
		.Clk(Clk),
		.Rst(Rst),
		.Addr(TAddr[3:2]),
		.WEn(T0Write),
		.WData(PrWData),
		.RData(T0RData),
		.IRQ(T0IRQ)
	);
	timer timer1(
		.Clk(Clk),
		.Rst(Rst),
		.Addr(TAddr[3:2]),
		.WEn(T1Write),
		.WData(PrWData),
		.RData(T1RData),
		.IRQ(T1IRQ)
	);
	assign HWInt[7:4] = 0;
	assign HWInt[2] = T0IRQ;
	assign HWInt[3] = T1IRQ;
endmodule
`timescale 1ns / 1ps
module timer(
    input Clk,
    input Rst,
    input [3:2] Addr,
    input WEn,
    input [31:0] WData,
    output [31:0] RData,
    output reg IRQ
    );
	reg [31:0] mem[2:0];
	assign RData = Addr == 0? {7'h0000000, mem[0][3:0]} : mem[Addr];
	reg [2:0] S;
	parameter idle = 0, load = 1, cnt = 2, irq = 3;
	initial  begin
		mem[0] = 0;
		mem[1] = 0;
		mem[2] = 0;
		S = idle;
		IRQ = 0;
	end
	always @(posedge Clk) begin
		if (Rst) begin
			mem[0] <= 0;
			mem[1] <= 0;
			mem[2] <= 0;
			S <= idle;
			IRQ <= 0;
		end
		else begin
			if (WEn && Addr != 2)
				mem[Addr] <= WData;
			case (S)
				idle: begin
					if (mem[0][0] != 0)
						S <= load;
				end
				load: begin
					IRQ <= 0;
					if (mem[0][0] == 0)
						S <= idle;
					else begin
						mem[2] <= mem[1];
						S <= cnt;
					end
				end
				cnt: begin
					IRQ <= 0;
					if (mem[0][0] == 0)
						S <= idle;
					else begin
						if (mem[2] == 1)
							S <= irq;
						mem[2] <= mem[2] - 1;
					end
				end
				irq: begin
					IRQ <= mem[0][3];
					if (mem[0][0] == 0)
						S <= idle;
					else begin
						if (mem[0][2:1] == 0) begin
							mem[0][0] <= 0;
							S <= idle;
						end
						else S <= load;
					end
				end
			endcase
		end
	end
endmodule
==> flow/run.sh <==
#!/bin/bash
# OpenROAD 26Q1-2900-gdf79404cd8, Yosys 0.63+post, stock flow scripts
make -C /OpenROAD-flow-scripts/flow DESIGN_CONFIG=/design/flow/config.mk WORK_HOME=/design/flow/orfs finish
==> flow/config.mk <==
export PLATFORM = sky130hd
export DESIGN_NAME = Bridge
export DESIGN_NICKNAME = Bridge
export VERILOG_FILES = /design/flow/design.v
export SDC_FILE = /design/flow/constraint.sdc
export NUM_CORES = 4
export LEC_CHECK = 1
export CORE_UTILIZATION = 50
export SYNTH_HDL_FRONTEND = slang
==> flow/constraint.sdc <==
current_design Bridge

set clk_period 15.0
set clk_io_pct 0.2

create_clock -name clk0 -period $clk_period [get_ports {Clk}]

set non_clock_inputs [all_inputs -no_clocks]
set_input_delay [expr $clk_period * $clk_io_pct] -clock clk0 $non_clock_inputs
set_output_delay [expr $clk_period * $clk_io_pct] -clock clk0 [all_outputs]
==> reports/qor.yml <==
synthesis:
  post-synth-top-area-cell: "sky130_fd_sc_hd__edfxtp_1"
  synth-edff-count: 136
  synth_sequential_area_ratio_pct: 51.6
  synthesis.instances: 784
  syn_avg_cell_area_um2: 10.6
  ys_async_sr_fraction_pct: 0
  flop_cell: "sky130_fd_sc_hd__edfxtp_1"
  syn_area_um2: 8300
  yosysCellCount: 784
  ys_top_cells_by_area: "sky130_fd_sc_hd__edfxtp_1 49%, sky130_fd_sc_hd__and2_1 5.5%, sky130_fd_sc_hd__a211oi_1 5.2%"
  synth_chip_area_um2: 8300
  synth.ff_latch_count: 146
  synth_top_area_share_pct: 49.2
  synth.yosys.warnings: 0
  synth.distinct_cells: 59
clocking:
  cts_sinks: 146
  cts.clk_slew.worst_paths_ns: 0.07
  holdBufCountCts: 0
  ctsRootBufferMaster: "sky130_fd_sc_hd__clkbuf_16"
  cts_repair_resize_count: 0
  post_cts.repair.setup_buffers: 0
  clock_latency_ns: 0.42
  ctsHtreeMaxLevel: 4
  max-clock-path-buffers: 2
  cts_tree: "built"
  cts_made_buffers: 17
timing:
  grt_setup_unrepaired: "no"
  slew_headroom_pct: 40.4
  measured_slew_at_the_worst_slew_check_pin_ns: 0.881
  finalSetupTns_ns: 0
  period_used_pct: 59.2
  setup_viol_count_final: 0
  skew_ns: 0.00917
  slew_violations: 0
  period_minus_slack_ns: 8.88
  fmax_achieved_mhz: 113
  hold_violations: 0
critical_path:
  critPathCaptureType: "primary output"
  worstReg2RegEnd: "timer0.mem[2][11]$_DFFE_PP_"
  startpoint_type: "input port"
  worst_r2r_startpoint: "timer0.mem[2][5]$_DFFE_PP_"
  worst-setup-path-type: "input port to primary output"
  required_ns: 12.00
  rrSetupSlack_ns: 12.36
  r2r.worst_path.cells: 5
  crit_arrival_ns: 5.88
  critical_path_peak_fanout: 67
pwr:
  cellPowerDensity_nw_per_um2: 98.0
  ir_worst_vdd_v: 0.0000773
  power.static_leakage_nw: 3.30
finish:
  fin_util_pct: 62.4
  area_growth_syn_to_layout_pct: 20.7
  fill_cells: 1248
  layout-drive-gt1-share_pct: 8.48
grt:
  total_routing_usage_reported_by_global_routing_pct: 28.5
  overflow: 0
  grt_antenna_before_repair: 1
  grt_max_degree: 68
  first_global_vias: 6113
  wire_length_of_the_first_global_routing_pass_um: 33900
die:
  num_io_pins: 109
  core.rowCount: 46
  floorplan.initialDensity_pct: 51.7
  fp.dieW_um: 131
  core_box_area_um2: 16100
  dieHeight_um: 131
  fp.dieArea_um2: 17100
place:
  placement.io_buffers: 100
  dp_hpwl_um: 15000
  gp_routability_congestion: 0.886
drt:
  route.antenna.diode_count: 0
  per_cell_routed_wire_length_um: 20.3
  drt_first_pass_iters: 5
  drc: 0
  routed_wire_length_um: 22100
  via_count: 6524
  postRouteAntennaNets: 0
  route.detailed.vias_per_inst: 5.99
  detail_route.iter0.violations: 652
flow_run:
  log.warning_count: 32
  cap_violations: 0
min_path:
  worstHoldPathCells: 2
  worst_hold_path_type: "flop to flop"
  timing.hold.worst_endpoint: "timer1.S[2]$_DFF_P_"
  hold_path.startpoint: "timer1.S[0]$_DFF_P_"
outcome:
  outcome: "complete, no violations"
## logic make-up (layout without fill, tap and decap cells)
logic type | after synthesis | in the layout | synth area share [%]
AOI/OAI and AO/OA | 183 | 183 | 16.1
buffers and inverters | 68 | 154 | 3.53
and+or+nand+nor | 324 | 324 | 22.0
DFF | 146 | 146 | 51.6
other | 1 | 4 | 0.0452
adders and majority gates | 4 | 4 | 0.603
xor gates and xnor gates | 58 | 58 | 6.12
## worst max-delay path, cell delays in order
cell,delay (ns)
sky130_fd_sc_hd__buf_2,0.08
sky130_fd_sc_hd__buf_4,0.62
sky130_fd_sc_hd__nand3_1,0.25
sky130_fd_sc_hd__o2bb2ai_1,0.25
sky130_fd_sc_hd__nor4b_1,0.76
sky130_fd_sc_hd__a32oi_1,0.26
sky130_fd_sc_hd__o31ai_1,0.16
sky130_fd_sc_hd__clkdlybuf4s50_1,0.51
## cell type report
cell class	instances	area (um^2)	share of cell area, %
clock buffers	18	450	4.50
clock inverters	14	133	1.32
inverters	7	26.3	0.262
multi-input cells	573	3750	37.4
flip-flops and latches	146	4280	42.8
well taps	216	270	2.70
repair buffers	115	1100	11.0
## power breakdown
part | total (mW) | switching (mW) | leakage [nW] | internal, mW
Combinational | 0.0846 | 0.0466 | 1.57 | 0.0380
Clock | 0.415 | 0.185 | 0.287 | 0.230
Sequential | 0.481 | 0.0178 | 1.44 | 0.463
Total | 0.981 | 0.250 | 3.30 | 0.731
## how the worst max path moves through the flow
stage                      from    endpoint  slack [ns]
after CTS             PrAddr[3]  PrRData[0]        6.16
after global routing  PrAddr[3]  PrRData[0]        5.94
final                 PrAddr[3]  PrRData[3]        6.12
## cells in the final DEF, fill, tap and decap left out, drive strengths merged, types with 6 or more instances in the layout
cell type,n
nor4b,6
clkbuf,18
a211oi,60
edfxtp,136
nor2,99
o22ai,28
nand2b,13
nor4,26
buf,17
and2,73
dfxtp,10
nor2b,7
a21oi,11
xor2,23
nand3,17
inv,17
xnor2,35
or4,6
nor3,24
nand4,6
nand2,21
clkdlybuf4s50,98
a22oi,58
## cell usage after synthesis, drive strengths merged, types with 2 or more instances
library cell	number
edfxtp	136
nor2	99
and2	73
a211oi	60
a22oi	58
clkbuf	47
xnor2	35
o22ai	28
nor4	26
nor3	24
xor2	23
nand2	21
nand3	17
buf	14
nand2b	13
a21oi	11
dfxtp	10
inv	7
nor2b	7
nand4	6
nor4b	6
or4	6
a22o	5
o31ai	5
a32oi	4
ha	4
nand4b	4
or2	4
or3	4
and3	3
nand3b	3
o21ai	3
and4b	2
o211ai	2
## metal layers
metal	track usage [%]	routed length [um]
met1	48.1	9950
met2	36.9	9400
met3	12.6	2410
met4	3.65	259
met5	5.29	122
## flip-flops by register name, indices dropped and copies added (netlist names)
register and cells:
timer1.mem 68, timer0.mem 68, timer0.IRQ 1, timer1.S 4, timer0.S 4, timer1.IRQ 1
## through the flow
step                hold WS, ns  area, um^2  setup slack, ns  power (mW)  cells
floorplan                 0.409        8310             7.58       0.532    787
CTS                       0.439       10000             6.16       0.986   1089
detailed placement        0.423        9430             6.16       0.573   1057
global placement          0.419        9430             6.23       0.572   1057
finish                    0.435       10000             6.12       0.981   1089
global route              0.466       10000             5.94        1.01   1089
Power and IR drop assume default switching activity.
